## flow/config.mk

```make
export PLATFORM = sky130hd
export DESIGN_NAME = Various_mux
export DESIGN_NICKNAME = Various_mux
export VERILOG_FILES = /design/flow/design.v
export SDC_FILE = /design/flow/constraint.sdc
export NUM_CORES = 4
export LEC_CHECK = 1
export CORE_AREA = 10 10 70 70
export DIE_AREA = 0 0 80 80
```

## flow/constraint.sdc

```tcl
current_design Various_mux

set clk_period 1.4
set clk_io_pct 0.2

create_clock -name clk0 -period $clk_period

set non_clock_inputs [all_inputs -no_clocks]
set_input_delay [expr $clk_period * $clk_io_pct] -clock clk0 $non_clock_inputs
set_output_delay [expr $clk_period * $clk_io_pct] -clock clk0 [all_outputs]
```

## flow/design.v

```verilog
module Various_mux (
  input     wire[3:0] a_i,
  input     wire[3:0] sel_i,
  output    wire     y_ter_o,
  output    logic     y_case_o,
  output    logic     y_ifelse_o,
  output    logic     y_loop_o,
  output    logic     y_aor_o
);
assign y_ter_o =  sel_i[0] ? a_i[0] :
                  sel_i[1] ? a_i[1] :
                  sel_i[2] ? a_i[2] :
                             a_i[3];
always_comb begin 
  case (sel_i)
    4'b0001: y_case_o = a_i[0];
    4'b0010: y_case_o = a_i[1];
    4'b0100: y_case_o = a_i[2];
    4'b1000: y_case_o = a_i[3];
    default: y_case_o = 1'bx;
  endcase
end
always_comb begin
  if(sel_i[0])
    y_ifelse_o = a_i[0];
  else if(sel_i[1])
    y_ifelse_o = a_i[1];
  else if(sel_i[2])
    y_ifelse_o = a_i[2];
  else if(sel_i[3])
    y_ifelse_o = a_i[3];
  else
    y_ifelse_o = 1'bx;
end
always_comb begin
  y_loop_o = '0;
  for(int i=0; i<4; i++) begin
    y_loop_o = (sel_i[i] & a_i[i]) | y_loop_o;
  end
end
assign y_aor_o =  (sel_i[0] & a_i[0]) |
                  (sel_i[1] & a_i[1]) |
                  (sel_i[2] & a_i[2]) |
                  (sel_i[3] & a_i[3]);
endmodule
```

## flow/run.sh

```bash
#!/bin/bash
# OpenROAD 26Q1-2900-gdf79404cd8, Yosys 0.63+post, stock flow scripts
make -C /OpenROAD-flow-scripts/flow DESIGN_CONFIG=/design/flow/config.mk WORK_HOME=/design/flow/orfs finish
```

==> impl_metrics.ini <==
; yosys + openroad results
[sta]
slew_violations = 0
setup_tns_ns = 0
hold_viol_final = 0
worst_pin_slew_ns = 0.169
rsz0062_at_grt = yes
max_slew_margin = 0.886
layout_setup_ws_ns = 0.0565
fin_crit_sh = 0.960
min_period_ns = 1.34
finalSetupViolCount = 0
timing.hold.ws_ns = 1.03
fmax_mhz = 744

[synth]
ys_seq_frac = 0
yosysUniqueCellTypes = 13
yosys_area_sq_um = 148
ys_cells = 19
avgSynthCellArea_sq_um = 7.77
netlist_area_sq_um = 148
synth_cells = 19
ys_warn_count = 1

[cells_and_area]
ff_count = 0
postLayoutCoreUtil = 0.0952
nClkBuffers = 0
drive_gt1_frac = 0.455
logic_area_sq_um = 126
synthToLayoutAreaGrowth_pct = 120
final_cell_mix = buf_4 (6), dlygate4sd2_1 (5)
lay_top_count = buf_4
final_area_sq_um = 325
fillers = 414
regArea_sq_um = 0

[global_route]
gr-usage-met1 = 0.0237
antenna_found_initial = 0
grt_use_total = 0.0194
grt_pass1_vias = 186
top_usage_layer = met2
grt_pass1_wl_microns = 993
met2_usage = 0.0329
use_met3 = 0.00795
grt_overflow = 0
grt_max_degree = 8

[setup_path]
cp-end-kind = primary output
path_class = in2out
path_cells = clkbuf_4 > o311a_1 > o221ai_2 > buf_2
critPathLaunchType = input pin
slowest_delay_ns = 0.36
cpMaxStageDelayCell = o311a_1
crit_fanout = 7
crit_family = AND-OR/OR-AND gates
cp_data_required_time_ns = 1.12
cp_num_buf_inv = 2
arrival_ns = 1.06

[route]
drt_first_pass_iters = 2
antenna_cells = 0
drcViolationCount = 0
drt_iter0_markers = 4
viasPerCell = 2.32
vias = 183
wirelength_microns = 639
ant_nets = 0
wl_per_cell_microns = 8.09

[floorplanning]
fp_util = 0.0432
dieArea_sq_um = 6400
io_pins = 13
core.rowCount = 21
core_sq_um = 3420
die_w_microns = 80
die_h_microns = 80

[min_path]
min_path_type = in2out

[outcome]
status = completed

[placement]
port_buffers = 13
placed_cell_area_sq_um = 324
gp_congestion = 0.692
dp_slack_ns = -0.809

[job]
warnings = 34
maxCapViolCount = 0

[pwr]
ir_drop_mv = 0.0302
leakage_nw = 0.126
power.density_nw_per_um2 = 246

[clocking]
ctsHoldBuffers = 0
## layer usage
metal,wire [microns],up-vias
li1,-,98
met1,277,78
met2,294,7
met3,66,0
met4,0,0
met5,0,-
## through the flow
step | cells | power, mW
after floorplan | 19 | 0.0351
after global placement | 77 | 0.0890
after detailed placement | 77 | 0.0899
after CTS | 79 | 0.0804
after global routing | 79 | 0.0898
final | 79 | 0.0801
## final cells by class
type                            count  area share
Multi-Input combinational cell     15       0.388
Inverter                            1      0.0115
Timing Repair Buffer               17       0.423
Tap cell                           46       0.177
## power breakdown
group,switching (mW),internal (mW)
Clock,0,0
Sequential,0,0
Combinational,0.0310,0.0491
## path summary, 6_finish.rpt
kind                  startpoint  endpoint  slack, ns  cells past startpoint
worst max-delay path    sel_i[1]  y_case_o       0.06                      4
worst min-delay path    sel_i[2]   y_aor_o       1.03                      4
## cell usage after synthesis (all sizes together)
| cell | instances | share of area |
|---|---|---|
| nand2 | 4 | 0.10 |
| buf | 3 | 0.18 |
| nand4bb | 2 | 0.19 |
| o21a | 2 | 0.10 |
| o21ai | 2 | 0.068 |
| inv | 1 | 0.025 |
| mux2i | 1 | 0.068 |
| nand4 | 1 | 0.042 |
| o221ai | 1 | 0.10 |
| o311a | 1 | 0.068 |
| xor2 | 1 | 0.059 |
## logic make-up after synthesis
kind of cell           after synthesis  synth area share
AND/OR/NAND/NOR                      7             0.331
buffers and inverters                4             0.203
XOR/XNOR                             1            0.0593
AND-OR/OR-AND                        6             0.339
multiplexers                         1            0.0678
## timing repair
action | in CTS | in global routing
pin swaps | 7 | 6
buffers inserted | 2 | 0
setup endpoints to repair | 5 | 5
resized | 33 | 5
gates cloned | 0 | 0
Power and IR drop assume default switching activity.
