$ cat /design/flow/config.mk
export PLATFORM = sky130hd
export DESIGN_NAME = APB_Master
export DESIGN_NICKNAME = APB_Master
export VERILOG_FILES = /design/flow/design.v
export SDC_FILE = /design/flow/constraint.sdc
export NUM_CORES = 4
export LEC_CHECK = 1
export CORE_UTILIZATION = 50
$ cat /design/flow/constraint.sdc
current_design APB_Master

set clk_period 8.7
set clk_io_pct 0.2

create_clock -name clk0 -period $clk_period [get_ports {clk}]

set non_clock_inputs [all_inputs -no_clocks]
set_input_delay [expr $clk_period * $clk_io_pct] -clock clk0 $non_clock_inputs
set_output_delay [expr $clk_period * $clk_io_pct] -clock clk0 [all_outputs]
$ cat /design/flow/design.v
module APB_Master (
  input       wire        clk,
  input       wire        reset,
  input       wire[1:0]   cmd_i,
  output      wire        psel_o,
  output      wire        penable_o,
  output      wire[31:0]  paddr_o,
  output      wire        pwrite_o,
  output      wire[31:0]  pwdata_o,
  input       wire        pready_i,
  input       wire[31:0]  prdata_i
);
enum logic [1:0] {IDLE, SETUP, ACCESS} state , next_state ;
logic [31:0] rdata;
always_ff @(posedge clk or posedge reset) begin
  if(reset)
    state <= IDLE;
  else
    state <= next_state;
  end
always_ff @(posedge clk or posedge reset) begin
  if(reset)
    rdata <= 32'h0;
  else if(penable_o && pready_i)
    rdata <= prdata_i;
end
assign psel_o = ~(state == IDLE);
assign penable_o = (state == ACCESS);
assign paddr_o = 32'hDEAD_CAFE;
assign pwrite_o = cmd_i[1];
assign pwdata_o = rdata + 32'h1;
always_comb begin
  case (state)
    IDLE: next_state = (|cmd_i) ? SETUP : IDLE;
    SETUP: next_state = ACCESS;
    ACCESS: next_state = (pready_i) ? IDLE : ACCESS;
    default: next_state = state;
  endcase
end
endmodule
$ cat /design/flow/run.sh
#!/bin/bash
# OpenROAD 26Q1-2900-gdf79404cd8, Yosys 0.63+post, stock flow scripts
make -C /OpenROAD-flow-scripts/flow DESIGN_CONFIG=/design/flow/config.mk WORK_HOME=/design/flow/orfs finish
==> metrics.sh <==
RUN_STATUS='finished clean'
YS_CELLS=202
CTS_MAX_LEVEL=2
DIE_WIDTH_UM=68.14
DP_HPWL_MM=3.022
POST-CTS-SETUP-BUFFERS=0
SLEW_VIOL_FINAL=0
POWER_DENSITY_nW_PER_UM2=279.4
WORST_PATH_MAX_DELAY_CELL='clkdlybuf4s50_1'
CTS.REPORTEDPATHS.CLKPINSLEW_NS=0.07
GP_CONGESTION=0.8207
TOP_CELLS_BY_AREA='dfrtp_1 (39%), mux2_2 (16%), buf_4 (11%)'
DETAILROUTE.VIA_COUNT=1598
DIE_H_UM=68.14
DETAIL-ROUTE-ANTENNA-NETS=0
YOSYS.AREA.TOP_TYPE_SHARE=0.3890
FIN_SETUP_TNS_NS=0
MAX_CLOCK_FREQ_GHz=0.2256
DRC=0
SYNTH_SEQ_SHARE=0.4010
CTS_ROOT_BUFFER='clkbuf_8'
SYNTHARSTFLOPSHARE=1.000
CTS_HOLD_REPAIR.BUFFERS=0
IO_BUFFERS=71
YS_DOMINANT_REG_CELL='dfrtp_1'
TRITONCTS_NUM_SINKS=35
TIMING.CRITICAL_PATH.SLOWEST_CELL_DELAY_NS=0.49
CRIT_PATH_FREQUENT_CELL='clkdlybuf4s50_1'
WORST_SETUP_PATH_START_KIND='primary input'
FA_HA_AREA_FRAC=0.005721
NUMBER_OF_DRC_MARKERS_IN_ITERATION_0=41
CRIT_PATH_REQUIRED_TIME_NS=6.96
PLACEMENT_ROWS=23
FLOORPLAN.INITIALDENSITY=0.5352
YOSYS.STAT.CHIPAREA_SQ_UM=2187
TOP_LEVEL_PORTS=104
NUMBER_OF_UNIQUE_STANDARD_CELL_TYPES_USED_BY_SYNTHESIS=28
PIN_COUNT_OF_THE_BIGGEST_NET_ENTERING_GLOBAL_ROUTING=36
SIMPLE_GATE_SHARE=0.1625
POWER_LEAKAGE_nW=1.242
EDF_COUNT=0
PROPORTION_OF_SYNTHESIZED_AREA_IN_MUX_CELLS=0.1648
POWER.TOTAL_W=0.0008129
CLOCK_TREE.BUFFER_DEPTH=2
CRITICAL_PATH.ENDPOINT_TYPE='output pin'
DETAIL_ROUTE.WL_PER_CELL_UM=12.62
OPENROAD.WARNINGS=26
GRT.TOTAL_USAGE=0.1964
MAX_SLEW_HEADROOM=0.4677
CP.BUFFERS_INVERTERS=2
ROUTED_WL_MM=4.115
DRT_FIRST_PASS_ITERS=4
NETLIST_LOGIC_FAMILY_TOP='multiplexers'
SYNTH.CELLMIX.XORXNORSHARE=0.1201
CP_CELL_SEQUENCE='clkdlybuf4s50_1, clkdlybuf4s50_1'
SYNTHTOPCELLSBYCOUNT='dfrtp_1 (34), buf_4 (33), mux2_2 (32)'
ANTENNA_FOUND_INITIAL=0
SETUP_VIOL=0
FINAL_HOLD_VIOL_COUNT=0
TIMING.FINAL.CRIT_PERIOD_NS=4.433
CYCLE_USE_FINAL=0.5096
ROUTED_VIA_DENSITY=4.902
FILLERINSTANCES=318
SHARE_OF_LAYOUT_CELLS_ABOVE_DRIVE_STRENGTH_1=0.1848
TRITONCTS.NUM_BUFFERS=5
YOSYS_WARNINGS=1
CLK-INSERTION-DELAY-LATE_NS=0.28
RSZ0062_AT_GRT='no'
SYN_AREA_PER_CELL_SQ_UM=10.83
WORSTHOLDPATHTYPE='reg -> reg'
CPLARGESTDELAYFAMILY='buffers and inverters'
CRITICAL_PATH.MAX_FANOUT=3
SYNTH_COMPOUND_GATE_AREA_SHARE=0.006865
SYNTH.CELL_AREA_SQ_UM=2187
WORST_CLOCK_SKEW_NS=0.004765
ANTENNADIODECOUNT=0
NUMBER_OF_GLOBAL_ROUTE_VIAS_BEFORE_REPAIR=1405
CTS.REPAIR.RESIZED=0
CRIT_ARRIVAL_NS=2.69
GRT_REMAINING_OVERFLOW=0
WORST-SLEW-PIN-TRANSITION_NS=0.7919
MAXCAPVIOLATIONS=0
GLOBAL_ROUTE_WIRE_LENGTH_BEFORE_REPAIR_MM=6.665
CLOCK_TREE_FROM_TRITONCTS='done'
YS.FLOPS=35
COREAREA_SQ_UM=4086
IR_WORST_VDD_mV=0.1770
SYNTHESIS.INSTANCES=202
SYN_TO_FINAL_GROWTH_PCT=33.01
WORSTSETUPPATHTYPE='in -> out'
SYNTH.LARGEST_AREA_CELL='dfrtp_1'
POST-SYNTH-TOP-COUNT-CELL='dfrtp_1'
DIE_OUTLINE_AREA_SQ_UM=4642
-- per-layer routing --
metal,part of all wire,track usage,routed length [um],vias up
met5,0,0,0,-
met4,0.012,0.02604,49,0
met3,0.077,0.03209,318,6
met2,0.46,0.3137,1912,75
met1,0.45,0.2974,1835,743
li1,-,-,-,774
-- cell usage in the layout (no fill, tap or decap) --
cell type	synthesis	layout
inv_1	7	7
buf_4	33	2
clkinv_2	0	1
nand4_2	3	3
nor4_4	1	1
clkbuf_1	0	1
and3_1	2	2
nand2_1	9	9
nor4_2	3	3
mux2_2	32	32
nor2_1	9	9
xnor2_1	16	16
clkdlybuf4s50_1	0	71
ha_1	1	1
a21o_1	1	1
conb_1	2	32
clkbuf_8	0	6
nand3_1	8	8
xor2_1	14	14
nor3_1	5	5
nand4_1	8	8
and3_2	1	1
dfrtp_1	34	34
nand4b_1	1	1
dfstp_2	1	1
and4_1	2	2
o31ai_1	1	1
nor4_1	2	2
nand3_2	1	1
or4_1	1	1
-- worst paths after layout --
kind	endpoint	slack (ns)	start	cells after the start
min reg2reg	state[1]	0.42	state[2]	1
min in group asynchronous	rdata[6]	1.84	reset	3
min	state[1]	0.42	state[2]	1
max	pwrite_o	4.27	cmd_i[1]	2
max in group asynchronous	state[0]	6.49	reset	3
max reg2reg	rdata[13]	7.36	state[1]	3
-- power by group --
part           internal, W  switching [W]
clock            0.0000638      0.0000544
sequential        0.000242      0.0000979
combinational     0.000264      0.0000915
total             0.000569       0.000244
-- per-stage QoR --
stage / setup WS, ns / utilization / hold slack (ns) / cells / cell area [sq um]
floorplan: 5.122 / - / 0.4044 / 232 / 2300
global placement: 4.260 / 0.6895 / 0.4084 / 318 / 2818
detailed placement: 4.260 / 0.6895 / 0.4117 / 318 / 2818
CTS: 4.260 / 0.7119 / 0.4274 / 326 / 2909
global route: 4.110 / 0.7119 / 0.4411 / 326 / 2909
finish: 4.267 / 0.7119 / 0.4244 / 326 / 2909
-- area by class of cell --
cell class / count / area [sq um] / area share
clock buffer: 7 / 86.33 / 0.02968
sequential: 35 / 877.1 / 0.3015
tap: 50 / 62.56 / 0.02151
timing repair buffer: 73 / 725.7 / 0.2495
inverter: 7 / 26.28 / 0.009032
clock inverter: 1 / 5.005 / 0.001720
multi-input combinational: 153 / 1126 / 0.3871
-- cell families (layout without fill, tap and decap cells) --
group	after synthesis	count (layout)
AOI/OAI and AO/OA	2	2
xor gates and xnor gates	30	30
adders and majority gates	1	1
buffers and inverters	44	88
DFF	35	35
muxes	32	32
other	2	32
and+or+nand+nor	56	56
-- sequential cells by signal, summed over array words and instances, names as in the netlist --
| name | count |
|---|---|
| state | 3 |
| rdata | 32 |
Power figures rest on the tool's default switching activity, not on a simulated workload.
