==> flow/design.v <==
module ALU (
  input     logic [7:0]   a_i,
  input     logic [7:0]   b_i,
  input     logic [2:0]   op_i,
  output    logic [7:0]   alu_o
);
  localparam OP_ADD = 3'b000;
  localparam OP_SUB = 3'b001;
  localparam OP_SLL = 3'b010;
  localparam OP_LSR = 3'b011;
  localparam OP_AND = 3'b100;
  localparam OP_OR = 3'b101;
  localparam OP_XOR = 3'b110;
  localparam OP_EQL = 3'b111;
  logic carry_out;
  logic [8:0] temp_result;
  always_comb begin
    case (op_i)
      OP_ADD: begin
                temp_result = a_i + b_i;
                alu_o = temp_result[7:0];
                carry_out = temp_result[8];
      end
      OP_SUB: alu_o = a_i - b_i;
      OP_SLL: alu_o = a_i << b_i[2:0];
      OP_LSR: alu_o = a_i >> b_i[2:0];
      OP_AND: alu_o = a_i & b_i;
      OP_OR: alu_o = a_i | b_i;
      OP_XOR: alu_o = a_i ^ b_i;
      OP_EQL: alu_o = (a_i == b_i) ? 8'h1 : 8'h0;
      default: alu_o = 8'h0;
    endcase
  end
endmodule
==> flow/run.sh <==
#!/bin/bash
# OpenROAD 26Q1-2900-gdf79404cd8, Yosys 0.63+post, stock flow scripts
make -C /OpenROAD-flow-scripts/flow DESIGN_CONFIG=/design/flow/config.mk WORK_HOME=/design/flow/orfs finish
==> flow/config.mk <==
export PLATFORM = sky130hd
export DESIGN_NAME = ALU
export DESIGN_NICKNAME = ALU
export VERILOG_FILES = /design/flow/design.v
export SDC_FILE = /design/flow/constraint.sdc
export NUM_CORES = 4
export LEC_CHECK = 1
export CORE_AREA = 10 10 113 113
export DIE_AREA = 0 0 123 123
export SYNTH_HDL_FRONTEND = slang
==> flow/constraint.sdc <==
current_design ALU

set clk_period 3.3
set clk_io_pct 0.2

create_clock -name clk0 -period $clk_period

set non_clock_inputs [all_inputs -no_clocks]
set_input_delay [expr $clk_period * $clk_io_pct] -clock clk0 $non_clock_inputs
set_output_delay [expr $clk_period * $clk_io_pct] -clock clk0 [all_outputs]
==> results.txt <==
The run has ended; figures from its reports follow.

For the pin with the worst max-slew slack, the measured transition is around 360 ps. For the worst min-delay path, the startpoint reported by OpenROAD is a_i[2]. The synthesized area per cell came out at 7.120 sq um. The count of inserted antenna diode cells is 0. The largest driver fanout on the critical path came out at 5. The count of instantiated cells in the yosys netlist came out at roughly 240. The global routing usage on met2 is 0.1456. The start-to-end type of the worst setup path is in2out. The detailed router reported a total wirelength of 6.403 mm. The count of boundary I/O pins came out at 27. The total tool warning count came out at 50. The fraction of the mapped netlist area in simple logic gates came out at 0.2152.

STA classifies the critical path startpoint as an input pin. The flow ran to the end, and the final reports show no timing, DRC or antenna violations. The sum of net half-perimeters after detailed placement is between 5 and 6 mm. The overall track demand over capacity in global routing came out at 0.08460. The share of cells above drive strength 1 is 0.4361. The utilization after layout is 0.2789. Per the OpenROAD power report, leakage power amounts to around 1.3 nW.

The overall die height came out at between 100 and 150 um. The switching component of the power came out at 0.0002037 W. The largest voltage drop on the vdd net is about 0.057 mV. The total power divided by cell area is roughly 150 mW/mm^2. Setup repair after global routing could not meet its margin everywhere. The synthesis area per yosys came out at approximately 0.0017 sq mm. The layout has between 1k and 1.5k filler cells. The number of failing setup endpoints in the final timing report is 0. The number of cells produced by synthesis came out at 236. Once iteration 0 of detailed routing completed, the report listed 141 DRC markers.

The layout overhead on the synthesized area came out at 71.33%. Tracing the worst setup path back leads to its startpoint at a_i[6]. Per the timing report, the achievable frequency comes out to roughly 0.31 GHz. In the layout the commonest cells are buf_4 (64), nand2_1 (25), o21ai_0 (18). The share of the Yosys chip area taken by registers is 0. The final number of max-transition violations came out at 0. The count of different cell masters after synthesis came out at between 40 and 50.

As logged by OpenROAD, the buffers inserted on ports number 27. The capture point of the worst path is alu_o[3]. The final critical-path required period came out at between 3000 and 4000 ps. In the floorplan report the effective utilization is 0.1628. The number of vias after detailed routing is approximately 2.1k. In this run, the synthesized area fraction spent on xor and xnor cells is recorded as 0.04170. The detailed-route vias per instance came out at 4.569. The global-route layer with the greatest usage is met2. At the worst endpoint, the required time is approximately 2600 ps.

The horizontal die dimension is roughly 120 um. The met3 track utilization from global routing is 0.007401. The initial antenna violation count is 0.

The largest net degree at the start of global routing is 20. The final hold violation count recorded for this run is 0. The total of clock buffers placed in the layout came out at 0.

The most common logic cell in the final layout is buf_4. At the worst endpoint, the arrival time is around 2500 ps. The final routed DRC violation total is 0. The number of nets with antenna violations after detailed routing came out at 0. The accumulated negative setup slack came out at 0 ps. Measured against its own limit, the worst slew margin works out to 0.7593. The met1 layer usage reported by global route is 0.1144. The post-synthesis mux area share is 0.1273. The class of the tightest hold or removal check is in2out. The placeable core region is between 0.01 and 0.015 sq mm. The total power draw came out at roughly 0.00043 W. In the final layout, flip-flops and latches occupy 0 sq um.

The wire length of the first global-routing pass is ~11 mm. The total standard cell area after synthesis is approximately 0.0017 sq mm. The count of warnings emitted by yosys is 0.

The mean routed wirelength per cell is about 14 um. The floorplan has 37 rows. The number of iterations in the first detailed-routing pass is 4. STA classifies the critical path endpoint as an output pin. The net switching share of the total power came out at 0.4746. The number of global-route vias before repair was roughly 2.1k. Of the combinational cells, the family taking the most area is AND-OR/OR-AND gates. The overall chip area is ~0.015 sq mm.

The tool flagged a number of max-cap violations equal to 0. The share of power burned in the clock network is 0. The sequential share of power is 0. The design internal power came out at ~0.00023 W. The fraction of power consumed by combinational cells came out at 1.000. The post-route clock period utilization is 0.9656. In this run, the synthesized area fraction spent on AND-OR/OR-AND gates is recorded as 0.3045. The final estimated routing congestion in global placement came out at 0.9527. The adder and majority cell fraction of the synthesized area came out at 0.2025. The number of flip-flops and latches came out at 0. The global route stage reports its total congestion overflow as 0.
-- area by class of cell --
class / instances / area (sq um) / share of cell area
well taps: 136 / 170.2 / 0.05910
inverters: 23 / 86.33 / 0.02999
multi-input cells: 196 / 1764 / 0.6128
repair buffers: 102 / 858.3 / 0.2981
-- per-stage QoR --
stage,setup slack [ps],cells,cell area (sq um),hold slack (ps)
2_1_floorplan,91.82,236,1680,1480
3_3_place_gp,-670.7,447,2537,2523
3_5_place_dp,-644.9,447,2537,2519
4_1_cts,-26.39,453,2773,2115
5_1_grt,-35.17,457,2879,2082
6_report,113.7,457,2879,2026
-- layer usage --
layer | vias to the layer above | wire length [um]
met2 | 66 | 3030
met5 | - | 0
met3 | 6 | 350
met1 | 991 | 2898
li1 | 1025 | -
met4 | 0 | 123
-- worst min path at each step --
stage / endpoint / slack, ps / cells past startpoint
final: alu_o[2] / 2030 / 5
after global routing: alu_o[2] / 2080 / 5
after CTS: alu_o[2] / 2120 / 5
-- power groups by stage --
stage,combinational [W],sequential (W),clock [W]
CTS,0.000411,0,0
global route,0.000473,0,0
finish,0.000429,0,0
-- cell usage after synthesis (3+ instances only) --
master | n | area, sq um
a22oi_1 | 3 | 22.52
o211ai_1 | 3 | 22.52
o21a_1 | 3 | 22.52
inv_1 | 23 | 86.33
o21ai_0 | 19 | 95.09
nor2b_1 | 3 | 18.77
clkbuf_1 | 5 | 18.77
a221oi_1 | 3 | 26.28
a211o_1 | 3 | 26.28
xnor2_1 | 6 | 52.55
nor3_1 | 3 | 15.01
and3_1 | 4 | 25.02
ha_1 | 24 | 300.3
nand2b_1 | 6 | 37.54
nand3_1 | 5 | 25.02
nor2_1 | 15 | 56.30
nor4_1 | 3 | 18.77
nand2_1 | 25 | 93.84
mux4_2 | 4 | 90.09
mux2i_1 | 6 | 60.06
a32oi_1 | 4 | 35.03
buf_2 | 8 | 40.04
a21oi_1 | 20 | 100.1
-- critical path: stages --
cell and delay (ps):
clkdlybuf4s50_1 430, buf_6 140, mux4_2 450, and3_4 200
a21oi_4 110, o21ai_2 80, o21ai_1 120, nand2_1 60
dlygate4sd2_1 260
-- timing repair --
| item | in CTS | in global routing |
|---|---|---|
| endpoints found under the setup margin | 8 | 8 |
| cloned | 0 | 0 |
| hold endpoints to repair | 0 | 0 |
| resized | 84 | 24 |
| pin swaps | 25 | 12 |
| buffers inserted | 7 | 4 |
| hold buffers | 0 | 0 |
-- cell families (layout without fill, tap and decap cells) --
kind of cell / count (synthesis) / count (layout)
multiplexers: 13 / 13
XOR/XNOR: 8 / 8
AND/OR/NAND/NOR: 74 / 74
buffers and inverters: 40 / 125
adder cells (fa/ha/maj): 26 / 26
AND-OR/OR-AND: 75 / 75
Power figures rest on the tool's default switching activity, not on a simulated workload.
